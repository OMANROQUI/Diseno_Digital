==> flow/design.v <==
module pwm_core #(
  parameter WIDTH_PERIOD = 16,
  parameter WIDTH_DUTY   = 16
)(
  input                    clk,
  input                    reset_n,
  input  [WIDTH_PERIOD-1:0] period,
  input  [WIDTH_DUTY-1:0]   duty,
  output                   pwm_out
);
  reg [WIDTH_PERIOD-1:0] counter;
  always @(posedge clk or negedge reset_n) begin
    if (!reset_n)
      counter <= 0;
    else if (counter >= period - 1)
      counter <= 0;
    else
      counter <= counter + 1;
  end
  assign pwm_out = (counter < duty);
endmodule
module reg_if(
  clk,
  reset_n,
  addr,
  wdata,
  rdata,
  wen,
  ren,
  ctrl,
  status_in,
  status
);
  parameter ADDR_WIDTH = 8;
  parameter DATA_WIDTH = 32;
  input                     clk;
  input                     reset_n;
  input [ADDR_WIDTH-1:0]    addr;
  input [DATA_WIDTH-1:0]    wdata;
  output [DATA_WIDTH-1:0]   rdata;
  input                     wen;
  input                     ren;
  output [DATA_WIDTH-1:0]   ctrl;
  input [DATA_WIDTH-1:0]    status_in;
  output [DATA_WIDTH-1:0]   status;
  localparam [ADDR_WIDTH-1:0] ADDR_CTRL   = 8'h00;
  localparam [ADDR_WIDTH-1:0] ADDR_STATUS = 8'h04;
  reg [DATA_WIDTH-1:0] ctrl_reg;
  reg [DATA_WIDTH-1:0] status_reg;
  reg [DATA_WIDTH-1:0] read_data;
  always @(posedge clk or negedge reset_n) begin
    if (!reset_n) begin
      ctrl_reg   <= {DATA_WIDTH{1'b0}};
      status_reg <= {DATA_WIDTH{1'b0}};
    end else begin
      status_reg <= status_in;
      if (wen) begin
        case (addr)
          ADDR_CTRL: ctrl_reg <= wdata;
          default:  ;
        endcase
      end
    end
  end
  always @(*) begin
    if (ren) begin
      case (addr)
        ADDR_CTRL:   read_data = ctrl_reg;
        ADDR_STATUS: read_data = status_reg;
        default:     read_data = {DATA_WIDTH{1'b0}};
      endcase
    end else begin
      read_data = {DATA_WIDTH{1'b0}};
    end
  end
  assign ctrl   = ctrl_reg;
  assign status = status_reg;
  assign rdata  = read_data;
endmodule
module top_pwm(
  clk,
  reset_n,
  addr,
  wdata,
  rdata,
  wen,
  ren,
  pwm_out
);
  parameter ADDR_WIDTH   = 8;
  parameter DATA_WIDTH   = 32;
  parameter WIDTH_PERIOD = 16;
  parameter WIDTH_DUTY   = 16;
  input                     clk;
  input                     reset_n;
  input [ADDR_WIDTH-1:0]    addr;
  input [DATA_WIDTH-1:0]    wdata;
  output [DATA_WIDTH-1:0]   rdata;
  input                     wen;
  input                     ren;
  output                    pwm_out;
  wire [DATA_WIDTH-1:0] ctrl_reg;
  wire [DATA_WIDTH-1:0] status_in;
  wire [DATA_WIDTH-1:0] status_reg;
  wire [WIDTH_PERIOD-1:0] period0;
  wire [WIDTH_DUTY-1:0]   duty0;
  assign period0 = ctrl_reg[DATA_WIDTH-1:WIDTH_DUTY];
  assign duty0   = ctrl_reg[WIDTH_DUTY-1:0];
  wire error_flag;
  assign error_flag = (duty0 > period0);
  assign status_in  = { {DATA_WIDTH-1{1'b0}}, error_flag };
  reg_if u_reg_if (
    .clk(clk),
    .reset_n(reset_n),
    .addr(addr),
    .wdata(wdata),
    .rdata(rdata),
    .wen(wen),
    .ren(ren),
    .ctrl(ctrl_reg),
    .status_in(status_in),
    .status(status_reg)
  );
  pwm_core u_pwm_core (
    .clk(clk),
    .reset_n(reset_n),
    .period(period0),
    .duty(duty0),
    .pwm_out(pwm_out)
  );
endmodule
==> flow/run.sh <==
#!/bin/bash
# OpenROAD 26Q1-2900-gdf79404cd8, Yosys 0.63+post, stock flow scripts
make -C /OpenROAD-flow-scripts/flow DESIGN_CONFIG=/design/flow/config.mk WORK_HOME=/design/flow/orfs finish
==> flow/config.mk <==
export PLATFORM = sky130hd
export DESIGN_NAME = top_pwm
export DESIGN_NICKNAME = top_pwm
export VERILOG_FILES = /design/flow/design.v
export SDC_FILE = /design/flow/constraint.sdc
export NUM_CORES = 4
export LEC_CHECK = 1
export CORE_UTILIZATION = 40
==> flow/constraint.sdc <==
current_design top_pwm

set clk_period 8.0
set clk_io_pct 0.2

create_clock -name clk0 -period $clk_period [get_ports {clk}]

set non_clock_inputs [all_inputs -no_clocks]
set_input_delay [expr $clk_period * $clk_io_pct] -clock clk0 $non_clock_inputs
set_output_delay [expr $clk_period * $clk_io_pct] -clock clk0 [all_outputs]
==> impl_metrics.ini <==
; generated from flow reports
[grt]
grt_antenna_before_repair = 0
grt_pass1_vias = 2861
grt_max_degree = 50
gr-total-overflow = 0
grt_usage_pct = 19.5
grt_pass1_wl_um = 14600

[route]
wl_met1_um = 4510
n_antenna_cell = 0
ant_nets = 0
drt_iter0_markers = 100
vias = 2863
routed_wl_um = 8860
drc = 0
vias_per_cell = 5.26
wl_met2_um = 3950
first_pass_iters = 15
wl_per_cell_um = 16.3
top_layer = met4
wl_met3_um = 356

[finish]
syn_to_final_growth_pct = 25.4
flop_area_mm2 = 0.00123
layout.cells.most_common = clkdlybuf4s50_1
final_area_mm2 = 0.00463
largest_reg_flops = 32
comb_area_mm2 = 0.00225
nFillCells = 796
drive_above_1_share_pct = 12.2
layout_top_cells = clkdlybuf4s50_1, ha_1, dfrtp_1, inv_1, nor3_1

[logic_synthesis]
top_area_share_pct = 33.2
synth_area_mm2 = 0.00370
ys.flop_type = dfrtp_1
yosys.stat.chipArea_mm2 = 0.00370
yosys-stat-cells = 361
top_logic_kind = adder cells
mux_area_share_pct = 13.1
synthArstFlopShare_pct = 100
edf_count = 0
yosysTopAreaCell = dfrtp_1
synth-xor-area-share_pct = 6.64
synthCells = 361
synth_seq_share_pct = 33.2
synth_warnings = 2
ys_sh_simple_pct = 15.3
synthAoiAreaFrac_pct = 9.17
synth-seq-cells = 49
yosysUniqueCellTypes = 41
syn_avg_cell_area_um2 = 10.2
top_cells_by_area = dfrtp_1, ha_1, mux2_4
synth-adder-area-share_pct = 16.6

[die]
core_area_mm2 = 0.00885
fp-utilization_pct = 41.8
die_x_um = 98.1
fp.dieH_um = 98.1
row_count = 34
dieArea_mm2 = 0.00963
pin_count = 77

[clocking]
htreeDepth = 2
cts_buffers = 5
cts_resized = 0
cts_setup_buffers = 0
worstSkewPairLatency_ns = 0.30
clock_path_buffers = 2
tritoncts = done
postCtsHoldBufs = 0
path_clk_slew_ns = 0.09
root_buffer = clkbuf_8
cts_num_sinks = 49

[power_and_ir_drop]
ir_drop_mv = 0.0792
leakagePower_nw = 2.16
p_per_area_mw_per_mm2 = 131

[critical_path]
worst-endpoint-arrival_ns = 3.78
regToRegEndpoint = u_pwm_core.counter[1]$_DFF_PN0_
crit_path_max_incr_delay_ns = 0.54
start_kind = input port
timing.rr.start = u_reg_if.ctrl_reg[19]$_DFFE_PN0P_
r2r_slack_ns = 4.25
cp-end-kind = output pin
critPathMaxFanout = 32
cp_slowest_cell = or4_4
crit_top_cell = clkdlybuf4s50_1
worst_r2r_path_depth = 11
worst-setup-path-type = input port to output pin
required_ns = 6.40
critPathBufInv = 3
cp_cell_sequence = clkdlybuf4s50_1 -> or4_4 -> nor4_4 -> nand2_1 -> buf_4 -> nor3_1 -> clkdlybuf4s50_1
worst_path_dominant_cell_family = buffers and inverters

[min_path]
hold_start = u_pwm_core.counter[0]$_DFF_PN0_
hold_end = u_pwm_core.counter[0]$_DFF_PN0_
min_path_cells = 1
hold_path.class = flip-flop to flip-flop

[timing]
grt_setup_unrepaired = false
timing.slew.headroom_pct = 58.0
setup_violations = 0
tns_ns = 0
fin_worst_skew_ns = 0.00693
worstMarginPinSlew_ns = 0.630
finalCritPeriodShare_pct = 67.2
maxSlewViolCount = 0
fin_crit_ns = 5.38
final-hold-violation-count = 0
fmaxAchievable_mhz = 186

[status]
status = completed

[place]
routabilityCongestion = 0.865
port_buffers = 76
postPlaceCellArea_mm2 = 0.00453
dpl.hpwl_um = 6870

[run]
drv_cap = 0
openroad.warnings = 25
-- kinds of logic (layout without fill, tap and decap cells) --
group	count (synthesis)	count (layout)
simple gates	98	98
fa+ha+maj	49	49
compound gates	54	54
buf+inv	50	125
xor+xnor	28	28
mux	33	33
flops	49	49
-- per-stage QoR --
step,util (%),hold WS (ns),power (mW),cells,worst slack [ns]
CTS,52.4,0.522,0.612,544,2.61
detailed placement,51.2,0.507,0.449,536,2.62
floorplan,-,0.454,0.389,361,3.68
global route,52.4,0.545,0.640,544,2.43
finish,52.4,0.521,0.605,544,2.62
global placement,51.2,0.504,0.446,536,2.63
-- layer usage --
layer,global-route usage [%],up-vias
met1,30.8,1372
met3,3.34,2
met2,29.9,45
met4,1.17,0
li1,-,1444
met5,0,-
-- final cells by class --
cell class                 count  area share (%)
tap                          108            2.92
clock buffer                   7            2.08
inverter                      37            3.00
timing repair buffer          80            17.0
sequential                    49            26.5
clock inverter                 1           0.108
multi-input combinational    262            48.5
-- synthesized netlist by cell type (all sizes together) (2+ instances only) --
cell type  count
inv           37
nor2          12
o21a           2
nand2          8
or4            2
mux2          32
a21o          11
xor2           7
o31ai          3
a211oi         3
dfrtp         49
nor3          35
and3           4
nor4           6
nand3         12
nand2b         2
nor2b          2
ha            49
a21oi         28
buf            6
nand4         12
clkbuf         7
xnor2         21
-- worst reg2reg max path: stages, from the launching register on --
cell and delay, ns:
dfrtp_1 0.43, nor3_1 0.40, and3_1 0.32, nand4_1 0.20
nor3_1 0.28, xnor2_1 0.11, ha_1 0.30, nand4_1 0.12
or4_1 0.53, o32ai_1 0.24, a211o_1 0.50, a21boi_0 0.17
-- power breakdown --
group / internal (mW) / leakage, nW / switching, mW
clock: 0.0783 / 0.0542 / 0.0828
combinational: 0.0863 / 1.43 / 0.0895
sequential: 0.257 / 0.668 / 0.0106
-- how the worst max path moves through the flow --
stage                   start        end  cells past startpoint
after global routing  addr[5]  rdata[10]                      7
final                 addr[5]  rdata[10]                      7
after CTS             addr[5]  rdata[10]                      7
Power and IR drop assume default switching activity.
